## design/flow/config.mk

```make
export PLATFORM = sky130hd
export DESIGN_NAME = kbtest
export DESIGN_NICKNAME = kbtest
export VERILOG_FILES = /design/flow/design.v
export SDC_FILE = /design/flow/constraint.sdc
export NUM_CORES = 4
export LEC_CHECK = 1
export CORE_AREA = 10 10 106 106
export DIE_AREA = 0 0 116 116
```

## design/flow/run.sh

```bash
#!/bin/bash
# OpenROAD 26Q1-2900-gdf79404cd8, Yosys 0.63+post, stock flow scripts
make -C /OpenROAD-flow-scripts/flow DESIGN_CONFIG=/design/flow/config.mk WORK_HOME=/design/flow/orfs finish
```

## design/flow/constraint.sdc

```tcl
current_design kbtest

set clk_period 3.7
set clk_io_pct 0.2

create_clock -name clk0 -period $clk_period [get_ports {CLOCK_50}]
create_clock -name clk1 -period $clk_period [get_ports {PS2_CLK}]

set non_clock_inputs [all_inputs -no_clocks]
set_input_delay [expr $clk_period * $clk_io_pct] -clock clk0 $non_clock_inputs
set_output_delay [expr $clk_period * $clk_io_pct] -clock clk0 [all_outputs]
```

## design/flow/design.v

```verilog
module KB_read(PS2_CLK, PS2_DAT, dataout, asciiconvert, pos); 
	input PS2_CLK;
	input PS2_DAT;
	input asciiconvert;
	output [7:0] dataout;
	output pos;
	assign pos = posr;
	reg posr;
	reg [10:0] buffer;
	reg [7:0] outbuffer;
	assign dataout = outbuffer;
	reg [3:0] count = 0;
	reg out = 0;
	always@(negedge PS2_CLK) begin
		buffer[count] = PS2_DAT;
		if(count == 10) begin
			count = 0;
			outbuffer = ps2toascii(buffer[8:1]);
			if(out) begin
				posr = ~pos;
				out = 0;
			end
			if(outbuffer == 0) out = 1;
		end else count = count + 1;
	end
	function [7:0] ps2toascii;
		input [7:0] ps2;
		case(ps2)
			8'h1C: ps2toascii = 8'h41;
			8'h32: ps2toascii = 8'h42;
			8'h21: ps2toascii = 8'h43;
			8'h23: ps2toascii = 8'h44;
			8'h24: ps2toascii = 8'h45;
			8'h2B: ps2toascii = 8'h46;
			8'h34: ps2toascii = 8'h47;
			8'h33: ps2toascii = 8'h48;
			8'h43: ps2toascii = 8'h49;
			8'h3B: ps2toascii = 8'h4A;
			8'h42: ps2toascii = 8'h4B;
			8'h4B: ps2toascii = 8'h4C;
			8'h3A: ps2toascii = 8'h4D;
			8'h31: ps2toascii = 8'h4E;
			8'h44: ps2toascii = 8'h4F;
			8'h4D: ps2toascii = 8'h50;
			8'h15: ps2toascii = 8'h51;
			8'h2D: ps2toascii = 8'h52;
			8'h1B: ps2toascii = 8'h53;
			8'h2C: ps2toascii = 8'h54;
			8'h3C: ps2toascii = 8'h55;
			8'h2A: ps2toascii = 8'h56;
			8'h1D: ps2toascii = 8'h57;
			8'h22: ps2toascii = 8'h58;
			8'h35: ps2toascii = 8'h59;
			8'h1A: ps2toascii = 8'h5A;
			8'h45: ps2toascii = 8'h30;
			8'h16: ps2toascii = 8'h31;
			8'h1E: ps2toascii = 8'h32;
			8'h26: ps2toascii = 8'h33;
			8'h25: ps2toascii = 8'h34;
			8'h2E: ps2toascii = 8'h35;
			8'h36: ps2toascii = 8'h36;
			8'h3D: ps2toascii = 8'h37;
			8'h3E: ps2toascii = 8'h38;
			8'h46: ps2toascii = 8'h39;
			8'h5A: ps2toascii = 8'h0A;
			8'h29: ps2toascii = 8'h20;
			8'h66: ps2toascii = 8'h08;
		endcase
	endfunction
endmodule 
module kbtest(PS2_CLK, PS2_DAT, CLOCK_50, LEDG);
	input PS2_CLK;
	input PS2_DAT;
	input CLOCK_50;
	output [8:0] LEDG;
	reg [25:0] counter = 0;
	always@(posedge CLOCK_50) begin
		counter <= counter + 1;
	end
	wire slowclk = counter[25];
	assign LEDG[0] = slowclk;
	reg [7:0] kbdata;
	wire [7:0] kbin;
	wire kbpos;
	reg prevpos = 1'b0;
	reg pulse = 1'b0;
	KB_read kb(PS2_CLK, PS2_DAT, kbin, 1'b1, kbpos);
	assign LEDG[1] = prevpos;
	assign LEDG[2] = kbpos;
	always@(posedge slowclk) begin
		if(pulse == 1'b1) pulse = 1'b0;
		else if(kbpos != prevpos) begin
			pulse = 1'b1;
			prevpos = kbpos;
		end
	end
endmodule
```

==> qor.yml <==
status: "finished, final reports clean"
power_density_nw_per_um2: 389
clk_pin_slew_ns: 0.08
edf_count: 3
path_max_fanout: 2
cts_tree: "built"
via_per_inst: 3.25
wire_per_inst_um: 6.91
die_h_um: 116
dieArea_um2: 13500
numSynthFlops: 34
finClkSkew_ns: 0.00754
n_antenna_cell: 0
rsz0062_at_grt: "false"
crit_type: "reg2out"
dpl.hpwl_mm: 1.27
drive_gt1_share_pct: 7.59
synth_stat.cells: 135
crit_buf_inv: 1
die_w_um: 116
async_flop_share_pct: 0
first_pass_iters: 2
worst_pin_slew_ns: 0.596
crit_family: "flip-flops"
yosysChipArea_um2: 1370
layout.area.comb_um2: 572
hold_violations: 0
finalWirelength_mm: 1.75
grt.total_usage_pct: 2.77
postSynthSeqShare_pct: 51.7
core_area_um2: 8850
topCellsByArea: "dfxtp_1, xnor2_1, edfxtp_1, buf_4, nand3_1"
top_cell: "dfxtp_1"
tns_ns: 0
vias: 822
path_cells: "dlymetal6s2s_1"
synth_area_per_cell_um2: 10.2
required_ns: 2.96
relSlewSlack_pct: 60.2
drt_iter0_drc: 61
synthTopCellsByCount: "dfxtp_1, xnor2_1, nand3_1"
warnings: 36
dpl.cell_count: 240
use_met3_pct: 1.78
grt.met1_usage_pct: 3.66
cp_slowest_stage_delay_ns: 0.36
yosys.area.top_type_share_pct: 45.2
unclocked_regs: 2
ys_warn_count: 16
slowest_stage: "edfxtp_1"
drv_cap: 0
drt_drc_violations_left: 0
finalMaxSlewViolations: 0
finalSetupViolCount: 0
fillCellCount: 981
io_pins: 12
initCoreUtil_pct: 15.5
rows: 34
antenna_found_initial: 0
grt_pass1_wl_mm: 3.11
ys_types: 25
worst_hold_path_type: "reg2reg"
layout.cells.non_filler: 253
grt_overflow_total: 0
regArea_um2: 711
end_kind: "primary output"
cp-start-kind: "register"
ys.flop_type: "dfxtp_1"
busiest_layer: "met2"
p_leak_nw: 0.594
synthToLayoutAreaGrowth_pct: 15.9
ir_drop_v: 0.000225
io_buffers: 3
top_area_cell: "dfxtp_1"
hold-worst-slack_ns: 0.411
arrival_ns: 2.64
grt_use_met2_pct: 3.72
routabilityCongestion: 0.710
postRouteAntennaNets: 0
mappedNetlistArea_um2: 1370
grt_pass1_vias: 747
syn_inst: 135
untimed_endpoints: 4
grt_start_max_net_pins: 14
[per-stage QoR]
stage | setup WS, ns | power, W | utilization (%) | instance area [um^2]
6_report | 0.322 | 0.000620 | 18.0 | 1590
5_1_grt | 0.263 | 0.000651 | 18.0 | 1590
4_1_cts | 0.0233 | 0.000634 | 17.9 | 1580
3_5_place_dp | 0.248 | 0.000368 | 16.7 | 1470
3_3_place_gp | 0.252 | 0.000368 | 16.7 | 1470
2_1_floorplan | 0.566 | 0.000372 | - | 1400
[layout by cell type (no fill, tap or decap), types with 2 or more instances in the layout]
master | synthesis | layout
conb_1 | 1 | 7
buf_4 | 9 | 2
nor2_1 | 9 | 9
edfxtp_1 | 3 | 3
nand3_1 | 13 | 13
nand4_1 | 6 | 6
and3_1 | 3 | 3
ha_1 | 4 | 4
inv_1 | 7 | 12
xor2_1 | 7 | 7
nand2_1 | 10 | 10
clkbuf_8 | 0 | 6
dfxtp_1 | 31 | 31
nor3_2 | 2 | 2
xnor2_1 | 19 | 19
clkdlybuf4s50_1 | 0 | 2
[flip-flops by register name (all words and copies together), names as in the netlist]
signal / count
counter: 26
prevpos: 1
kb.out: 1
pulse: 1
kb.posr: 1
kb.count: 4
[power by group]
part / total [W] / internal, W / switching (W)
sequential: 0.000348 / 0.000348 / 0
clock: 0.000271 / 0.000152 / 0.000120
combinational: 0.000000383 / 0 / 0.000000383
[layout make-up]
class	count	area share, %
sequential	34	44.6
multi-input combinational	88	35.9
tap	108	8.48
clock buffer	6	5.18
timing repair buffer	5	2.99
clock inverter	6	1.41
inverter	6	1.41
[timing repair]
action,CTS,global route
pin swaps,0,0
hold buffers,0,0
endpoints found under the setup margin,1,1
setup buffers,1,1
gates resized,0,1
[path summary, 6_finish.rpt]
kind | from | endpoint | slack (ns) | depth (start not counted)
setup / recovery | kb.posr | LEDG[2] | 0.32 | 1
hold / removal | counter[0] | counter[0] | 0.41 | 1
setup reg to reg | counter[0] | counter[24] | 2.05 | 5
hold reg to reg | counter[0] | counter[0] | 0.41 | 1
max in group clk1 | kb.count[0] | kb.posr | 2.13 | 4
min in group clk1 | kb.count[0] | kb.count[0] | 0.45 | 1
[logic make-up (layout without fill, tap and decap cells)]
kind of cell / count (synthesis) / after routing / share of synthesized area, %
compound gates: 1 / 1 / 0.364
xor+xnor: 26 / 26 / 16.6
fa+ha+maj: 4 / 4 / 3.64
buf+inv: 19 / 23 / 8.29
flops: 34 / 34 / 51.7
other cells: 1 / 7 / 0.273
simple gates: 50 / 50 / 19.1
[routing by layer]
| metal | share of wire (%) | wire (um) |
|---|---|---|
| met1 | 55 | 968 |
| met2 | 37 | 655 |
| met3 | 7.1 | 125 |
| met4 | 0 | 0 |
| met5 | 0 | 0 |
Power and IR drop assume default switching activity.
